### design/flow/constraint.sdc
current_design labLSI

set clk_period 2.9
set clk_io_pct 0.2

create_clock -name clk0 -period $clk_period [get_ports {clk}]

set non_clock_inputs [all_inputs -no_clocks]
set_input_delay [expr $clk_period * $clk_io_pct] -clock clk0 $non_clock_inputs
set_output_delay [expr $clk_period * $clk_io_pct] -clock clk0 [all_outputs]
### design/flow/run.sh
#!/bin/bash
# OpenROAD 26Q1-2900-gdf79404cd8, Yosys 0.63+post, stock flow scripts
make -C /OpenROAD-flow-scripts/flow DESIGN_CONFIG=/design/flow/config.mk WORK_HOME=/design/flow/orfs finish
### design/flow/design.v
module labLSI(
    input reset,
    input clk,
    input flick,
    output reg [15:0] led
);
    localparam IDLE = 0, LAMP5_ON = 1, LAMP0_OFF = 2, LAMP10_ON = 3,
               LAMP4_ON = 4, LAMP15_ON = 5, FINAL_OFF = 6, FINAL_BLINK = 7,
               KICK1 = 8, KICK2 = 9;
    reg [4:0] counter;
    reg [3:0] state, next_state;
    always @(posedge clk or posedge reset) begin
        if (reset) state <= IDLE;
        else state <= next_state;
    end
    function [15:0] shiftLeftInsert1(input [15:0] value);
        shiftLeftInsert1 = {value[14:0], 1'b1};
    endfunction
    function [15:0] shiftRight(input [15:0] value);
        shiftRight = value >> 1;
    endfunction
    always @(posedge clk) begin
        case (state)
            IDLE: led <= 0;
            LAMP5_ON, LAMP10_ON, LAMP15_ON: begin
                led <= shiftLeftInsert1(led);
                counter <= counter - 1;
            end
            LAMP0_OFF, LAMP4_ON, FINAL_OFF, KICK1, KICK2: begin
                led <= shiftRight(led);
                counter <= counter - 1;
            end
            FINAL_BLINK: led <= 16'hFFFF;
            default: led <= 0;
        endcase
    end
   always @(*) begin
        case(state)
            IDLE: 
                begin
                    if(flick) begin
                        counter = 5;
                        next_state = LAMP5_ON;
                    end
                end
            LAMP5_ON:   
                begin
                    if(counter == 0) begin
                        next_state = LAMP0_OFF;
                        counter = 6;
                    end
                end
            LAMP0_OFF:
                begin
                    if(counter == 0) begin
                        next_state = LAMP10_ON;
                        counter = 11;
                    end
                end
            LAMP10_ON:
                begin
                    if(flick && (led == 16'h001F || led == 16'h03FF)) begin
                        next_state = KICK1;
                        if(led == 16'h001F) begin
                            counter = 6;
                        end
                        else if(led == 16'h03FF) begin
                            counter = 11;
                        end
                    end
                    else if(counter == 0) begin
                        next_state = LAMP4_ON;
                        counter = 6;
                    end
                end
            LAMP4_ON:
                begin
                    if(counter == 0) begin
                        next_state = LAMP15_ON;
                        counter = 11;
                    end
                end
            LAMP15_ON:
                begin
                    if(flick && (led == 16'h001F || led == 16'h03FF)) begin
                        next_state = KICK2;
                        if(led == 16'h001F) begin
                            counter = 1;
                        end
                        else if(led == 16'h03FF) begin
                                counter = 6;
                        end
                    end
                    else if(counter == 0) begin
                        next_state = FINAL_OFF;
                        counter = 16;
                    end
                end
            FINAL_OFF:
                begin
                    if(counter == 0) begin
                        next_state = FINAL_BLINK;
                    end
                end
            FINAL_BLINK:
                begin
                    next_state = IDLE;
                end
            KICK1:
                begin
                    if(counter == 0) begin
                        next_state = LAMP10_ON;
                        counter = 11;
                    end
                end
            KICK2:
                begin
                    if(counter == 0) begin
                        next_state = LAMP15_ON;
                        counter = 11;
                    end
                end
            default:
                next_state = IDLE;
        endcase
    end
endmodule
### design/flow/config.mk
export PLATFORM = sky130hd
export DESIGN_NAME = labLSI
export DESIGN_NICKNAME = labLSI
export VERILOG_FILES = /design/flow/design.v
export SDC_FILE = /design/flow/constraint.sdc
export NUM_CORES = 4
export LEC_CHECK = 1
export CORE_AREA = 10 10 98 98
export DIE_AREA = 0 0 108 108
==> impl_metrics.ini <==
; flow metrics
[outcome]
status = aborted with a tool error
haltStage = synthesis
firstError = ERROR: Found 5 problems in 'check -assert'.

[synthesis]
ys_async_sr_fraction = 0.118
yosysChipArea_mm2 = 0.00167
synthAoiAreaFrac = 0.279
ys_sh_mux = 0
synth_xor_xnor_area_share = 0.0316
ys_sh_adder = 0.00751
synthSimpleGateAreaFrac = 0.179
synth_cell_types = 41
ys_top_logic_family = AND-OR/OR-AND gates
yosysWarnings = 1
ys.flops = 34
ys_cells = 203
synth-edff-count = 5
ys.flop_type = dfxtp_1
## kinds of logic after synthesis
kind of cell             after synthesis
AND/OR/NAND/NOR                       59
latches                                9
adder cells (fa/ha/maj)                1
AND-OR/OR-AND                         68
flip-flops                            25
buffers and inverters                 35
XOR/XNOR                               6
## cell usage after synthesis (2+ instances only)
master	number	area, µm²
a21oi_1	6	30.0
a222oi_1	14	140
a31oi_1	2	12.5
clkbuf_1	15	56.3
dfrtp_1	4	100
dfxtp_1	16	320
dlxtn_1	9	135
edfxtp_1	5	150
inv_1	19	71.3
nand2_1	23	86.3
nand2b_1	4	25.0
nand3_1	5	25.0
nor2_1	8	30.0
nor2b_1	2	12.5
nor3_1	5	25.0
nor3b_1	2	15.0
o21a_1	2	15.0
o21ai_0	34	170
or2_2	2	12.5
xnor2_1	2	17.5
xor2_1	4	35.0
