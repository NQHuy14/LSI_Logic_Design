**flow/run.sh**
```bash
#!/bin/bash
# OpenROAD 26Q1-2900-gdf79404cd8, Yosys 0.63+post, stock flow scripts
make -C /OpenROAD-flow-scripts/flow DESIGN_CONFIG=/design/flow/config.mk WORK_HOME=/design/flow/orfs finish
```
**flow/config.mk**
```make
export PLATFORM = sky130hd
export DESIGN_NAME = new_bound_flasher
export DESIGN_NICKNAME = new_bound_flasher
export VERILOG_FILES = /design/flow/design.v
export SDC_FILE = /design/flow/constraint.sdc
export NUM_CORES = 4
export LEC_CHECK = 1
export CORE_AREA = 10 10 97 97
export DIE_AREA = 0 0 107 107
```
**flow/constraint.sdc**
```tcl
current_design new_bound_flasher

set clk_period 3.6
set clk_io_pct 0.2

create_clock -name clk0 -period $clk_period [get_ports {clk}]

set non_clock_inputs [all_inputs -no_clocks]
set_input_delay [expr $clk_period * $clk_io_pct] -clock clk0 $non_clock_inputs
set_output_delay [expr $clk_period * $clk_io_pct] -clock clk0 [all_outputs]
```
**flow/design.v**
```verilog
`timescale 1ns / 1ps
module new_bound_flasher(
    input reset,
    input clk,
    input flick,
    output reg [15:0] led
);
    parameter  INIT_STATE = 0, FIRST_INCREASE = 1, FIRST_DECREASE = 2, SECOND_INCREASE = 3,
               THIRD_INCREASE = 4, FOURTH_INCREASE = 5, FINAL_DECREASE = 6, FINAL_STATE = 7,
               FIRST_KICK_BALL = 12, SECOND_KICK_BALL = 14;
    reg [4:0] change_state_counter;
    reg [3:0] curr_state, next_state;
    always @(posedge clk or negedge reset) begin
        if (!reset) curr_state <= INIT_STATE;
        else curr_state <= next_state;
    end
    function [15:0] shiftLeftInsert1(input [15:0] value);
        shiftLeftInsert1 = {value[14:0], 1'b1};
    endfunction
    function [15:0] shiftRight(input [15:0] value);
        shiftRight = value >> 1;
    endfunction
    always @(posedge clk) begin
        case (curr_state)
            INIT_STATE: begin
                 led <= 0;
                end
            FIRST_INCREASE, SECOND_INCREASE, FOURTH_INCREASE: begin
                led <= shiftLeftInsert1(led);
                change_state_counter <= change_state_counter - 1;
            end
            FIRST_DECREASE, THIRD_INCREASE, FINAL_DECREASE, FIRST_KICK_BALL, SECOND_KICK_BALL: begin
                led <= shiftRight(led);
                change_state_counter <= change_state_counter - 1;
            end
            FINAL_STATE: begin 
                led <= 16'b1111111111111111;
            end
            default: begin 
                led <= 0;
            end
        endcase
    end
   always @(*) begin
        case(curr_state)
            INIT_STATE: 
                begin
                    if(flick) begin
                        change_state_counter = 5;
                        next_state = FIRST_INCREASE;
                    end
                end
            FIRST_INCREASE:   
                begin
                    if(change_state_counter == 0) begin
                        next_state = FIRST_DECREASE;
                        change_state_counter = 6;
                    end
                end
            FIRST_DECREASE:
                begin
                    if(change_state_counter == 0) begin
                        next_state = SECOND_INCREASE;
                        change_state_counter = 11;
                    end
                end
            SECOND_INCREASE:
                begin
                    if(flick && (led == 16'b0000000000011111 || led == 16'b0000001111111111)) begin
                        next_state = FIRST_KICK_BALL;
                        if(led == 16'b0000000000011111) begin
                            change_state_counter = 6;
                        end
                        else if(led == 16'b0000001111111111) begin
                            change_state_counter = 11;
                        end
                    end
                    else if(change_state_counter == 0) begin
                        next_state = THIRD_INCREASE;
                        change_state_counter = 6;
                    end
                end
            THIRD_INCREASE:
                begin
                    if(change_state_counter == 0) begin
                        next_state = FOURTH_INCREASE;
                        change_state_counter = 11;
                    end
                end
            FOURTH_INCREASE:
                begin
                    if(flick && (led == 16'b0000000000011111 || led == 16'b0000001111111111)) begin
                        next_state = SECOND_KICK_BALL;
                        if(led == 16'b0000000000011111) begin
                            change_state_counter = 1;
                        end
                        else if(led == 16'b0000001111111111) begin
                                change_state_counter = 6;
                        end
                    end
                    else if(change_state_counter == 0) begin
                        next_state = FINAL_DECREASE;
                        change_state_counter = 16;
                    end
                end
            FINAL_DECREASE:
                begin
                    if(change_state_counter == 0) begin
                        next_state = FINAL_STATE;
                    end
                end
            FINAL_STATE:
                begin
                    next_state = INIT_STATE;
                end
            FIRST_KICK_BALL:
                begin
                    if(change_state_counter == 0) begin
                        next_state = SECOND_INCREASE;
                        change_state_counter = 11;
                    end
                end
            SECOND_KICK_BALL:
                begin
                    if(change_state_counter == 0) begin
                        next_state = FOURTH_INCREASE;
                        change_state_counter = 11;
                    end
                end
            default:
                next_state = INIT_STATE;
        endcase
    end
endmodule
```
==> run notes <==
The run stopped with a tool error. The failing step is synthesis (1_2_yosys). The tool reported: "ERROR: Found 5 problems in 'check -assert'".

The fraction of registers with async set/reset is 0.1176. The synth_stat.txt file lists the number of cells as 168. For the synthesis warning total, the log shows 1. Counting distinct cell types in the post-synthesis netlist gives 43. The synthesized netlist has a Yosys-reported chip area of 1540 um2.

The synthesized design contains 5 enable-type register cells. The predominant post-synthesis flop cell is sky130_fd_sc_hd__dfxtp_1. The number of synthesized register bits was 34.
[cell usage after synthesis, drive strengths merged (2+ instances only)]
library cell,instances,area [um2]
a21o,2,15.01
buf,12,62.56
a22oi,15,112.6
o21ai,5,25.02
a21oi,21,105.1
a2111oi,3,33.78
clkbuf,5,18.77
a31oi,2,12.51
dfxtp,16,320.3
nor4b,2,23.77
and2,2,12.51
nor2b,3,18.77
edfxtp,5,150.1
nor2,11,41.29
xor2,3,26.28
dfrtp,4,100.1
dlxtn,9,135.1
nand2b,3,18.77
inv,6,22.52
nand2,6,22.52
o22ai,16,100.1
ha,2,25.02
[cell families after synthesis]
family / share of synthesized area
buffers and inverters: 0.06986
DFF: 0.3704
AOI/OAI and AO/OA: 0.2884
latches: 0.08773
adders and majority gates: 0.01624
muxes: 0.01462
and+or+nand+nor: 0.1300
xor gates and xnor gates: 0.02275
